`flow/run.sh`:
```
#!/bin/bash
# OpenROAD 26Q1-2900-gdf79404cd8, Yosys 0.63+post, stock flow scripts
make -C /OpenROAD-flow-scripts/flow DESIGN_CONFIG=/design/flow/config.mk WORK_HOME=/design/flow/orfs finish
```
`flow/config.mk`:
```
export PLATFORM = sky130hd
export DESIGN_NAME = spi_slave
export DESIGN_NICKNAME = spi_slave
export VERILOG_FILES = /design/flow/design.v
export SDC_FILE = /design/flow/constraint.sdc
export NUM_CORES = 4
export LEC_CHECK = 1
export CORE_AREA = 10 10 101 101
export DIE_AREA = 0 0 111 111
```
`flow/constraint.sdc`:
```
current_design spi_slave

set clk_period 2.1
set clk_io_pct 0.2

create_clock -name clk0 -period $clk_period [get_ports {sclk}]

set non_clock_inputs [all_inputs -no_clocks]
set_input_delay [expr $clk_period * $clk_io_pct] -clock clk0 $non_clock_inputs
set_output_delay [expr $clk_period * $clk_io_pct] -clock clk0 [all_outputs]
```
`flow/design.v`:
```
module spi_slave (
    input wire sclk,          
    input wire cs,            
    input wire mosi,          
    output reg miso,          
    input wire [7:0] data_in, 
    output reg [7:0] data_out 
);
    reg [2:0] bit_counter;
    reg [7:0] shift_reg;
    always @(negedge sclk) begin
        if (~cs) begin
            shift_reg <= {shift_reg[6:0], mosi};  
            bit_counter <= bit_counter + 1;
            if (bit_counter == 3'b111) begin
                data_out <= shift_reg;  
                bit_counter <= 0;
            end
        end
    end
    always @(posedge sclk) begin
        if (~cs) begin
            miso <= data_in[7 - bit_counter];  
        end
    end
endmodule
```
==> impl_metrics.toml <==
# synthesis and place-and-route metrics
[clock_network]
cts_tree = "yes"
cts_hold_buf = 0
cts_root_buf = "clkbuf_8"
cts_made_buffers = 3
insertion_delay_ns = 0.33
cts_sinks = 20
htreeDepth = 1
clk_pin_slew_ns = 0.08
clk_path_buf_depth = 2

[routing]
wire_per_inst_um = 7.72
ant_nets = 0
drt_iter0_markers = 17
dr.pass1.iters = 3
vias_per_cell = 2.39
antenna_cells = 0
routed_wl_um = 1400
vias = 432
drcViolationCount = 0

[yosys]
syn_area_per_cell_sq_um = 23.3
yosysCellCount = 31
postSynthSeqShare_pct = 83.0
synth.cells.most_frequent = "edfxtp_1 (20), ha_1 (2), inv_1 (2), mux4_1 (2), nor2b_1 (2)"
synthTopCellsByArea = "edfxtp_1 (83%), mux4_1 (7.3%), ha_1 (3.5%), nor2b_1 (1.7%), mux2_2 (1.6%)"
ff_type = "edfxtp_1"
synth_cell_types = 8
yosysWarnings = 1
synthesis.area_sq_um = 723
synth.most_common_cell = "edfxtp_1"
synth_top_cell_by_area = "edfxtp_1"
yosysTopAreaCellShare_pct = 83.0
async_flop_share_pct = 0
syn_inst = 31
yosys_area_sq_um = 723
edf_count = 20
ys_ff = 20

[setup_path]
startpoint = "bit_counter[0]$_SDFFCE_NP0N_"
crit_path_end_kind = "flip-flop"
crit_path_cell_trace = "mux4_2, mux2_2"
reg2reg_from = "bit_counter[0]$_SDFFCE_NP0N_"
critPathTopFamily = "multiplexers"
startpoint_type = "flip-flop"
cp_slowest_cell = "mux4_2"
slowest_delay_ns = 0.51
critPathBufInv = 0
worstPathRequired_ns = 2.12
crit_type = "reg2reg"
worstPathArrival_ns = 2.57
crit_fanout = 3

[global_route]
grt_pass1_wl_um = 2280
use_met1_pct = 3.24
grt-ovfl-total = 0
use_met3_pct = 2.63
grt_max_degree = 13
first_global_vias = 481
antenna_found_initial = 0
gr-max-usage-layer = "met1"
grtUsageMet2_pct = 2.08
grt.total_usage_pct = 2.29

[placement]
place.gp.congestion = 0.760
dp_hpwl_um = 1030
place_area_sq_um = 1060
dp_slack_ns = -0.578
numPortBuffers = 19
placed_cells = 158

[run_status]
run_status = "finished, violations left"
violations = "setup timing"

[final_timing]
worst_slack_ns = -0.455
slew_viol_final = 0
worst_pin_slew_ns = 0.173
maxSlewHeadroom_pct = 88.5
setup_tns_ns = -1.91
setup_viol = 9
rsz0062_at_grt = "true"
clock_skew_ns = 0.0738
final-hold-violation-count = 0

[floorplanning]
chipWidth_um = 111
io_pins = 20
die_h_um = 111
dieArea_sq_um = 12300
core-area_sq_um = 8130
row_count = 33
fp_util_pct = 8.89

[pwr]
vdd_ir_drop_max_mv = 0.393
p_per_area_nw_per_um2 = 853
fin_total_pwr_uw = 978
power_leakage_nw = 0.458

[layout]
fillCellCount = 885
final_area_sq_um = 1150
register_area_sq_um = 601
drive_gt1_share_pct = 27.6
final_cells = 181
syn_to_final_growth_pct = 58.5
logic_area_sq_um = 109

[min_path]
hp-start = "shift_reg[7]$_DFFE_NN_"
hold_path.class = "reg2reg"

[run]
openroad.warnings = 47
cap_violations = 0
-- repair_timing --
item	in CTS	in global routing
setup buffers	1	0
gates resized	26	0
setup endpoints to repair	28	9
pin swaps	1	0
-- layout make-up --
cell class                      count  area share (%)
Sequential cell                    20            52.4
Tap cell                          105            11.5
Clock buffer                        3            3.60
Inverter                            1           0.655
Multi-Input combinational cell      9            9.50
Clock inverter                     20            6.77
Timing Repair Buffer               23            15.6
-- worst paths after layout --
path	slack, ns	cells after the start	endpoint
min	0.42	0	data_out[7]$_DFFE_NP_
min reg2reg	0.42	0	data_out[7]$_DFFE_NP_
max reg2reg	-0.45	2	miso$_DFFE_PN_
max	-0.45	2	miso$_DFFE_PN_
-- stage by stage --
stage | utilization [%] | hold slack, ns
4_1_cts | 14.1 | 0.415
2_1_floorplan | - | 0.400
5_1_grt | 14.1 | 0.438
3_3_place_gp | 13.1 | 0.404
3_5_place_dp | 13.1 | 0.409
6_report | 14.1 | 0.419
-- worst reg2reg max path, cell delays in order (launching register included) --
cell and delay [ns]:
edfxtp_1 0.41, mux4_2 0.51, mux2_2 0.27
-- power breakdown --
part	internal (mW)	total (mW)	switching, mW
Sequential	0.481	0.498	0.0176
Combinational	0.0601	0.0879	0.0277
Clock	0.182	0.392	0.210
-- placed cells by master (no fill, tap or decap) --
master,synthesis,routed
edfxtp_1,20,20
inv_1,2,19
clkdlybuf4s50_1,0,10
buf_2,0,8
buf_4,0,4
clkbuf_8,0,3
nor2b_1,2,2
mux4_2,0,2
ha_1,2,2
mux2_2,1,1
clkinvlp_4,0,1
and4_4,0,1
nor2_1,1,1
inv_4,0,1
dlygate4sd2_1,0,1
-- per-layer routing --
layer | routed length, um | up-vias
met5 | 0 | -
met1 | 801 | 189
met4 | 0 | 0
met2 | 364 | 32
met3 | 230 | 0
li1 | - | 211
-- cells by family after synthesis --
kind of cell	count (synthesis)	share of synthesized area (%)
DFF	20	83.0
and+or+nand+nor	4	3.63
muxes	3	8.82
buffers and inverters	2	1.04
adders and majority gates	2	3.46
No activity file was given, so power comes from the tool's default toggle rates.
