==> /design/flow/design.v <==
module spi_master (
    input wire clk,           
    input wire rst,           
    input wire start,         
    input wire [7:0] data_in, 
    output reg [7:0] data_out, 
    output reg sclk,          
    output reg mosi,          
    input wire miso,          
    output reg cs             
);
    reg [2:0] bit_counter;
    reg [7:0] shift_reg;
    always @(posedge clk or posedge rst) begin
        if (rst) begin
            sclk <= 0;
            mosi <= 0;
            cs <= 1;
            bit_counter <= 3'b000;
            data_out <= 8'b0;
        end else if (start) begin
            cs <= 0;
            sclk <= ~sclk;  
            if (sclk) begin
                mosi <= shift_reg[7];  
                shift_reg <= {shift_reg[6:0], miso};  
                bit_counter <= bit_counter + 1;
                if (bit_counter == 3'b111) begin
                    cs <= 1;  
                    data_out <= shift_reg;  
                end
            end
        end
    end
    always @(posedge start) begin
        shift_reg <= data_in;  
        bit_counter <= 0;
    end
endmodule
==> /design/flow/run.sh <==
#!/bin/bash
# OpenROAD 26Q1-2900-gdf79404cd8, Yosys 0.63+post, stock flow scripts
make -C /OpenROAD-flow-scripts/flow DESIGN_CONFIG=/design/flow/config.mk WORK_HOME=/design/flow/orfs finish
==> /design/flow/config.mk <==
export PLATFORM = sky130hd
export DESIGN_NAME = spi_master
export DESIGN_NICKNAME = spi_master
export VERILOG_FILES = /design/flow/design.v
export SDC_FILE = /design/flow/constraint.sdc
export NUM_CORES = 4
export LEC_CHECK = 1
export CORE_AREA = 10 10 73 73
export DIE_AREA = 0 0 83 83
==> /design/flow/constraint.sdc <==
current_design spi_master

set clk_period 2.4
set clk_io_pct 0.2

create_clock -name clk0 -period $clk_period [get_ports {clk}]
create_clock -name clk1 -period $clk_period [get_ports {start}]

set non_clock_inputs [all_inputs -no_clocks]
set_input_delay [expr $clk_period * $clk_io_pct] -clock clk0 $non_clock_inputs
set_output_delay [expr $clk_period * $clk_io_pct] -clock clk0 [all_outputs]
==> impl_metrics.csv <==
group,metric,value,unit
yosys,ys_warn_count,1,
yosys,yosys_area,586.8,µm²
run_status,flow.stopped_at,"synthesis",
yosys,area_leaders,"edfxtp_1 41%, dfxtp_1 27%, buf_4 10%",
yosys,synth_cell_types,12,
run_status,outcome,"stopped before the end",
run_status,error,"ERROR: Found 8 problems in 'check -assert'.",
yosys,ys.flops,19,
yosys,ys_cells,34,
yosys,synth_seq_share,0.8124,
yosys,synth_top_cell_by_area,"edfxtp_1",
yosys,top_area_frac,0.4094,
[synth_stat cells]
master and n:
buf_4 8, dfxtp_1 8, edfxtp_1 8, dfrtp_1 2, and2b_2 1, conb_1 1
dfstp_2 1, inv_1 1, mux2_4 1, nand2_2 1, nor2_1 1, xor2_1 1
[cell families after synthesis]
group / count (synthesis) / share of synthesized area
simple gates: 3 / 0.03199
other cells: 1 / 0.006390
flops: 19 / 0.8124
buf+inv: 9 / 0.1087
xor+xnor: 1 / 0.01493
mux: 1 / 0.02558
